==> design/flow/design.v <==
module ALU(output reg N, Z, V, Cout,  output reg  [31:0]O, input Cin , input  [31:0]A, B , input [4:0]OP);
  reg og_sign , shouldbe_sign ,ovfl_sign,flagUpdate;
  always @* 
  begin 
  case (OP)
    5'b00000:   
      begin
        O <= A && B;
      end
    5'b00001:  
      begin
        O <= A^^B; 
      end
    5'b00010:  
      begin
        {Cout , O} <= {1'b0,A} - {1'b0,B};
      end
    5'b00011:  
      begin
        {Cout , O} <= {1'b0,B} - {1'b0,A};
      end
    5'b00100:  
      begin
        {Cout , O }  <= A  +  B ;
      end
    5'b00101:  
      begin
        {Cout , O} <=  (Cin == 1) ? (A + B + 1):(A+B); 
      end
    5'b00110:  
      begin
        {Cout , O} <= (Cin == 1) ? ({1'b0,A} - {1'b0,B} - {32'h1}) : ({1'b0,A} - {1'b0,B});
      end
    5'b00111:   
      begin
        {Cout , O} <= (Cin == 1) ? ({1'b0,B} - {1'b0,A} - {32'h1}) : ({1'b0,B} - {1'b0,A});
      end
    5'b01000:   
      begin
        flagUpdate <= 1'b1;
        O <= A && B;
      end
    5'b01001:  
      begin
        flagUpdate <= 1'b1;
        O <= A^^B; 
      end
    5'b01010:  
      begin
        flagUpdate <= 1'b1;
        {Cout , O} <= {1'b0,A} - {1'b0,B};
      end
    5'b01011:  
      begin
        flagUpdate <= 1'b1;
        {Cout , O} <= {1'b0,B} - {1'b0,A};
      end
    5'b01100:  
      begin
        flagUpdate <= 1'b1;
        {Cout , O }  <= A  +  B ;
      end
    5'b01101:  
      begin
        flagUpdate <= 1'b1;
        {Cout , O} <=  (Cin == 1) ? (A + B + 1):(A+B); 
      end
    5'b01110:  
      begin
        flagUpdate <= 1'b1;
        {Cout , O} <= (Cin == 1) ? ({1'b0,A} - {1'b0,B} - {32'h1}) : ({1'b0,A} - {1'b0,B});
      end
    5'b01111:   
      begin
        flagUpdate <= 1'b1;
        {Cout , O} <= (Cin == 1) ? ({1'b0,B} - {1'b0,A} - {32'h1}) : ({1'b0,B} - {1'b0,A});
      end
    5'b01100:  
      begin
        O <= A || B ;
      end
    5'b01101:  
      begin
        O <= B;
      end
    5'b01110:  
      begin
        O <= A && ~B;
      end
    5'b01111:  
      begin
        O <= ~B;
      end
    5'b10000:  
      begin
        O <= A;
      end
    5'b10000:  
      begin
        {Cout , O } <= A + 32'd4;
      end
    5'b10000:  
      begin
        {Cout , O }<= A + B + 32'd4;
      end
  endcase
  if(flagUpdate)
    begin
      Z = ( O == 32'b0) ? 1:0;
      N = (O[0] === 1'b1)? 1:0;
      begin
          og_sign <= (A[0]);
          ovfl_sign<=(((OP==4'b1010 || OP == 4'b1000)&&(A[0] != B[0]))
              ||((OP==4'b1001 || OP==4'b0111)&&(A[0] == B[0])) );
      end
       V = (ovfl_sign)&&(og_sign != O[0]);
    end
end
endmodule
==> design/flow/run.sh <==
#!/bin/bash
# OpenROAD 26Q1-2900-gdf79404cd8, Yosys 0.63+post, stock flow scripts
make -C /OpenROAD-flow-scripts/flow DESIGN_CONFIG=/design/flow/config.mk WORK_HOME=/design/flow/orfs finish
==> design/flow/config.mk <==
export PLATFORM = sky130hd
export DESIGN_NAME = ALU
export DESIGN_NICKNAME = ALU
export VERILOG_FILES = /design/flow/design.v
export SDC_FILE = /design/flow/constraint.sdc
export NUM_CORES = 4
export LEC_CHECK = 1
export CORE_UTILIZATION = 50
==> design/flow/constraint.sdc <==
current_design ALU

set clk_period 1.8
set clk_io_pct 0.2

create_clock -name clk0 -period $clk_period

set non_clock_inputs [all_inputs -no_clocks]
set_input_delay [expr $clk_period * $clk_io_pct] -clock clk0 $non_clock_inputs
set_output_delay [expr $clk_period * $clk_io_pct] -clock clk0 [all_outputs]
==> impl_metrics.toml <==
# physical design summary
[run_status]
outcome = "finished, final reports clean"

[finish]
register_area_um2 = 495
drive_gt1_share_pct = 5.02
fill_cells = 1953
most-common-layout-cells = "135 x nand2_1, 135 x xnor2_1, 119 x nor2_1, 114 x a21oi_1, 114 x ha_1"
mi_logic_area_mm2 = 0.00888
design_area_mm2 = 0.0113
syn_to_final_growth_pct = 12.9
final_cells = 1818

[worst_setup_path]
worstSetupPathType = "primary input to output pin"
path_max_fanout = 2
start_kind = "primary input"
critical_path_arrival_ps = 1350
critical_path_required_ps = 1440
end_kind = "output pin"

[global_route]
gr-usage-all-layers_pct = 40.6
antenna_found_initial = 0
grt_pass1_vias = 10300
grt_max_degree = 33
grt_pass1_wl_um = 61600
grt-ovfl-total = 0

[die]
die_y_um = 144
core.rowCount = 51
die_w_um = 144
dieArea_mm2 = 0.0206
io_pins = 106
coreArea_mm2 = 0.0196
initCoreUtil_pct = 51.2

[routing]
drtAntennaViolNets = 0
wl_um = 41400
diodes = 0
vias_per_cell = 6.46
dr.pass1.iters = 6
num_vias = 11800
route.detailed.drc = 0
drtIter0Drc = 1361
post_drt_wl_per_cell_um = 22.8

[final_timing]
worst_pin_slew_ps = 998
finalClockPeriodUsage_pct = 94.8
rsz0062_at_grt = "false"
unclocked_pins = 33
setup_violations = 0
drv_slew = 0
fin_crit_ps = 1710
slew_headroom_pct = 32.8
max_freq_mhz = 586
hold_viol_final = 0
unconstrained_endpoints = 68

[yosys]
avgSynthCellArea_um2 = 6.72
ys_warn_count = 1
flop_cell = "dlxtn_1"
yosysChipArea_mm2 = 0.0100
edf_count = 0
syn-cell-area_mm2 = 0.0100
synthDistinctLibCells = 91
ys_ff = 33
syn_inst = 1492
ys_cells = 1492
synth-async-reset-ratio_pct = 0

[pwr]
vdd_drop_max_v = 0.000337
total_power_w = 0.00463
leakagePower_nw = 4.36
cellPowerDensity_mw_per_mm2 = 408

[placed_design]
dpl_cell_area_mm2 = 0.0113
dpl.hpwl_um = 34500
post-place-cells = 1817
gp_congestion = 1.04
port_buffers = 106

[flow_run]
warnings = 97
cap_violations = 0

[worst_hold_path]
hold_start = "A[0]"
hold_path.class = "primary input to output pin"
hold_path_end = "V"
holdPathStages = 5
[synth_stat cells, types with 5 or more instances]
cell type,n,area (um2)
nand2_1,135,507
xnor2_1,135,1180
nor2_1,119,447
ha_1,115,1440
a21oi_1,114,571
inv_1,102,383
o21ai_0,87,435
nor3_1,55,275
nor4_1,49,307
nand3_1,43,215
clkbuf_1,42,158
xor2_1,39,342
dlxtn_1,33,495
nand4_1,33,206
a211oi_1,21,158
o211ai_1,19,143
nand2b_1,18,113
nor2b_1,18,113
a21o_1,16,120
a221oi_1,16,140
buf_2,16,80.1
o21bai_1,14,105
or2_2,14,87.6
a22oi_1,13,97.6
o21a_1,13,97.6
nor3b_1,12,90.1
o221ai_1,12,105
and2_1,11,68.8
or3_1,11,68.8
o31a_1,9,78.8
o31ai_1,9,67.6
and3_1,8,50.1
o2111ai_1,8,70.1
a222oi_1,7,70.1
and4_1,7,61.3
buf_1,7,26.3
a31oi_1,6,37.5
a221o_1,5,50.1
a311oi_1,5,43.8
nand3b_1,5,37.5
o22ai_1,5,31.3
or4_1,5,37.5
[sequential cells by signal (all words and copies together) (netlist names)]
register	flops
Cout	1
O	32
[worst max-delay path, cell delays in order]
cell	delay, ps
clkdlybuf4s15_2	190
inv_2	40
ha_4	270
buf_4	100
a31oi_1	80
nor3_1	190
clkbuf_2	120
[worst max path at each step]
stage	start	cells after the start	slack, ps	to
CTS	B[0]	6	40	V
global route	A[0]	7	20	V
finish	A[0]	7	90	V
[cells by family after synthesis]
group	after synthesis	share of synthesized area [%]
multiplexers	2	0.200
XOR/XNOR	174	15.2
latches	33	4.94
adder cells (fa/ha/maj)	118	14.9
AND-OR/OR-AND	425	28.8
AND/OR/NAND/NOR	566	29.1
buffers and inverters	174	6.82
[through the flow]
| stage | hold WS (ps) | worst slack (ps) | TNS [ps] | utilization, % |
|---|---|---|---|---|
| floorplan | 736 | 127 | 0 | - |
| global placement | 1630 | -664 | -664 | 57.7 |
| detailed placement | 1640 | -672 | -672 | 57.7 |
| CTS | 1450 | 41.9 | 0 | 57.8 |
| global route | 1360 | 17.6 | 0 | 57.8 |
| finish | 1310 | 92.8 | 0 | 57.8 |
[layer usage]
metal	vias to the layer above	share of wire (%)	GRT usage [%]
met5	-	0	0
met1	5398	44	60.9
li1	5560	-	-
met3	71	12	8.52
met4	0	3.4	11.6
met2	721	40	58.1
[layout make-up]
cell class	instances	share of cell area [%]
inverter	107	3.55
tap	265	2.93
sequential	33	4.37
timing repair buffer	128	10.8
multi-input combinational	1285	78.4
[power breakdown]
group	total, W	switching, W	internal, W
clock network	0	0	0
logic	0.00449	0.00283	0.00167
registers	0.000134	0.0000278	0.000107
total	0.00463	0.00285	0.00177
[what timing repair did]
| action | CTS | global route |
|---|---|---|
| pin swaps | 2 | 1 |
| endpoints found under the setup margin | 1 | 1 |
| gates resized | 15 | 2 |
| setup buffers | 1 | 0 |
| hold buffers | 0 | 0 |
